File: config.mk
export PLATFORM = sky130hd
export DESIGN_NAME = blink
export DESIGN_NICKNAME = blink
export VERILOG_FILES = /design/flow/design.v
export SDC_FILE = /design/flow/constraint.sdc
export NUM_CORES = 4
export LEC_CHECK = 1
export CORE_AREA = 10 10 70 70
export DIE_AREA = 0 0 80 80
File: constraint.sdc
current_design blink

set clk_period 2.1
set clk_io_pct 0.2

create_clock -name clk0 -period $clk_period [get_ports {clk}]

set non_clock_inputs [all_inputs -no_clocks]
set_input_delay [expr $clk_period * $clk_io_pct] -clock clk0 $non_clock_inputs
set_output_delay [expr $clk_period * $clk_io_pct] -clock clk0 [all_outputs]
File: design.v
 module blink(input clk, output led);
     reg [11:0] counter = 12'h0;
     always @(posedge clk)
         counter <= counter + 1'b1;
     assign led = counter[7];
 endmodule
File: run.sh
#!/bin/bash
# OpenROAD 26Q1-2900-gdf79404cd8, Yosys 0.63+post, stock flow scripts
make -C /OpenROAD-flow-scripts/flow DESIGN_CONFIG=/design/flow/config.mk WORK_HOME=/design/flow/orfs finish
==> run notes <==
Implementation status.

- The vertical extent of the die is about 80 µm.
- The area recorded from the Yosys report for this design is ~280 µm².
- The maximum clock skew at final layout is roughly 0.0009 ns.
- The worst setup path is of the flip-flop to output port kind.
- After clock tree synthesis, the setup repair step added 0 buffers.
- During placement, the flow inserted port buffers numbering 1.
- After routing, the total negative slack on setup checks comes to 0 ns.
- The required time at the worst endpoint is listed as between 1.5 and 2 ns.
- The count of nets left with antenna violations once routing finished came out at 0.
- The slowest cell on the critical path is sky130_fd_sc_hd__clkdlybuf4s50_1.
- The top achievable clock speed is 683 MHz.
- The die width is about 80 µm.
- The floorplan core area is approximately 3400 µm².
- sky130_fd_sc_hd__dfxtp_1 is the most common cell in the netlist.
- The registers reported with the highest flop counts are counter (8).
- The tree built by TritonCTS fans out to 8 sinks.
- TritonCTS built the clock tree.
- Walking the worst path, the cells encountered are clkdlybuf4s50_1.
- 2 I/O pins were placed.
- The commonest cells after synthesis are sky130_fd_sc_hd__dfxtp_1 (8), sky130_fd_sc_hd__xnor2_1 (3), sky130_fd_sc_hd__xor2_1 (3), sky130_fd_sc_hd__nand2_1 (2), sky130_fd_sc_hd__nand3_1 (2).
- The routed layout has 157 vias.
- The number of buffers inserted by hold repair at cts is 0.
- The layout filler cell count is a little under 400.
- The post-synthesis async set-or-reset flop share is 0%.
- Gates resized during post-CTS repair numbered 0.
- The final cell count without fillers is between 70 and 80.
- The total detailed-routing wirelength is 380 µm.
- The layout summary lists the proportion of cells stronger than drive strength 1 as 17.9%.
- The maximum clock insertion buffer count is 2.
- Entering global routing, the biggest net connects 5 pins.
- Counting every instance in the synthesized netlist gives 24.
- The global route stage reports its total congestion overflow as 0.
- The design draws between 200 and 300 µW.
- The count of inserted antenna diode cells is 0.
- Across the run, the number of max-cap violations was 0.
- The flow reported a cell area power density of 716 nW/µm².
- The sum of net half-perimeters after detailed placement is between 200 and 300 µm.
- For reference, the top cells by area after synthesis are sky130_fd_sc_hd__dfxtp_1 (58%), sky130_fd_sc_hd__xnor2_1 (9.5%), sky130_fd_sc_hd__xor2_1 (9.5%), sky130_fd_sc_hd__ha_1 (4.5%), sky130_fd_sc_hd__nand3_1 (3.6%).
- On the critical path the largest part of the delay comes from buffers and inverters.
- At the pin with the least slew margin, the transition time is between 0.15 and 0.2 ns.
- STA classifies the critical path startpoint as a flip-flop.
- Counting flops per register, the top entry is counter.
- The initial cell density of the core is ~8.1%.
- For this run, the slowest stage of the critical path takes 0.47 ns.
- The post-route fraction of the period consumed by the critical path is approximately 70%.
- The total count of hold-check failures in the final report is 0.
- The post-route core utilization is between 10% and 20%.
- The count of routing violations after the opening detailed-route iteration is 2.
- The register with the most flip-flops in the layout has 8 of them.
- Per the synth stats, the flop cell with the highest instance count is sky130_fd_sc_hd__dfxtp_1.
- Data arrives at the worst endpoint at between 1 and 1.5 ns.
- The total routing resource utilization after global routing is between 1.5 and 2%.
- Counting tap cells, the placed design contains a total of between 70 and 80 instances.
- The via count of the first global-routing pass is 183.
- Per the synthesis report, the number of distinct cell types is 11.
- The wire length of the first global-routing pass is approximately 800 µm.
- The class of the most critical hold timing path is flip-flop to flip-flop.
- The yosys stat cell total is 24.
- A synthesized cell averages around 12 µm².
- The area growth from synthesis to layout is 32.6%.
- The leakage power figure is 0.132 nW.
- In this run the number of H-tree levels came out at 1.
- The number of antenna violations at the first check in global routing is 0.
- The number of buffers added by the clock tree synthesis step is 3.
- The run finished with clean final reports.
- In this run the cell area of the synthesized design comes to between 200 and 300 µm².
- The number of detailed-routing iterations run before antenna repair is 3.
- The number of synthesis warnings is 1.
- The final setup violation count is 0.
- The worst relative slew slack is roughly 90%.
- The clock root buffer is sky130_fd_sc_hd__clkbuf_4.
- The clock period minus worst slack is about 1.5 ns.
- The final max-slew violation count is 0.
- After detailed routing, the number of vias per cell comes to between 2 and 2.5.
- The row count is 21.
- In the CTS report, the clock slew at the register clock pins of the worst setup and hold paths is listed as 0.05 ns.
- The wire length per cell is ~5.1 µm.
- The endpoint type of the worst setup path is an output port.
- Counting flops with a built-in enable in the synthesized netlist gives 0.
- Across all stage logs, warnings added up to 25.
- The last weighted congestion value of the routability-driven placer is 0.658.
- The full die area is about 6400 µm².
- The count of buffering cells on the critical path with inverters included is 1.
- sky130_fd_sc_hd__dfxtp_1 takes more of the synthesized area than any other cell.
- The later pin in the worst-skew pair is clocked with a latency of 0.25 ns.
- Along the worst path, the maximum fanout reaches 2.
- The top cell type's share of synthesized area is just under 60%.
- The post-place instance area is about 340 µm².
- The layout stage reports a final design area of between 300 and 400 µm².
- The remaining design rule violation count is 0.
- The sequential element share of the synthesized area is between 50% and 60%.
- The post-synth register bit count is 8.
- Setup repair after global routing left no endpoint under its margin.
- The maximum vdd drop is around 180 µV.
stage by stage:
stage	setup slack (ns)	hold slack, ns
after floorplan	1.23	0.382
after global placement	0.890	0.389
after detailed placement	0.884	0.399
after CTS	0.610	0.411
after global routing	0.570	0.430
final	0.635	0.410
cell type report:
class	instances	area, µm²	share of cell area, %
well taps	46	57.6	15.7
inverters	1	3.75	1.02
repair buffers	1	10.0	2.73
multi-input cells	15	113	30.7
flip-flops and latches	8	160	43.7
clock buffers	3	22.5	6.14
cell usage in the layout, fill, tap and decap left out, drive strengths merged:
cell | synthesis | final
clkdlybuf4s50 | 0 | 1
dfxtp | 8 | 8
nor2 | 1 | 1
xor2 | 3 | 3
inv | 1 | 1
nand2 | 2 | 2
ha | 1 | 1
xnor2 | 3 | 3
and3 | 1 | 1
clkbuf | 0 | 3
nor3 | 1 | 1
nand3 | 3 | 3
power by group:
| group | internal [mW] | switching [mW] | leakage [nW] | total (mW) |
|---|---|---|---|---|
| combinational | 0 | 0 | 0.0539 | 0.0000000539 |
| clock | 0.0649 | 0.0455 | 0.0138 | 0.110 |
| sequential | 0.152 | 0 | 0.0644 | 0.152 |
| total | 0.217 | 0.0455 | 0.132 | 0.263 |
logic make-up after synthesis:
group	synth area share (%)
DFF	57.9
xor gates and xnor gates	19.0
buffers and inverters	1.36
and+or+nand+nor	17.2
adders and majority gates	4.52
routing by layer:
layer	global-route usage [%]	share of wire, %
met5	0	0
met4	0.352	0
met3	1.93	21
met2	2.09	32
met1	1.61	47
worst paths after layout:
| check | from | endpoint | slack (ns) | cells after the start |
|---|---|---|---|---|
| worst max-delay path | counter[7]$_DFF_P_ | led | 0.64 | 1 |
| worst min-delay path | counter[0]$_DFF_P_ | counter[0]$_DFF_P_ | 0.41 | 1 |
| worst max register to register | counter[2]$_DFF_P_ | counter[7]$_DFF_P_ | 1.14 | 3 |
| worst min register to register | counter[0]$_DFF_P_ | counter[0]$_DFF_P_ | 0.41 | 1 |
Power figures rest on the tool's default switching activity, not on a simulated workload.
